--- design/flow/config.mk ---
export PLATFORM = sky130hd
export DESIGN_NAME = MaxPool
export DESIGN_NICKNAME = MaxPool
export VERILOG_FILES = /design/flow/design.v
export SDC_FILE = /design/flow/constraint.sdc
export NUM_CORES = 4
export LEC_CHECK = 1
export CORE_UTILIZATION = 30
--- design/flow/constraint.sdc ---
current_design MaxPool

set clk_period 8.8
set clk_io_pct 0.2

create_clock -name clk0 -period $clk_period

set non_clock_inputs [all_inputs -no_clocks]
set_input_delay [expr $clk_period * $clk_io_pct] -clock clk0 $non_clock_inputs
set_output_delay [expr $clk_period * $clk_io_pct] -clock clk0 [all_outputs]
--- design/flow/design.v ---
module MaxPool(din1, din2, din3, din4, din5, din6, din7, din8, din9, dout);
input [15:0] din1, din2, din3, din4, din5, din6, din7, din8, din9;
output [15:0] dout;
assign dout = (din1 > din2 && din1 > din3 && din1 > din4 && din1 > din5 && din1 > din6 && din1 > din7 && din1 > din8 && din1 > din9) ? din1 : 
              (din2 > din3 && din2 > din4 && din2 > din5 && din2 > din6 && din2 > din7 && din2 > din8 && din2 > din9) ? din2 : 
              (din3 > din4 && din3 > din5 && din3 > din6 && din3 > din7 && din3 > din8 && din3 > din9) ? din3 : 
              (din4 > din5 && din4 > din6 && din4 > din7 && din4 > din8 && din4 > din9) ? din4 : 
              (din5 > din6 && din5 > din7 && din5 > din8 && din5 > din9) ? din5 : 
              (din6 > din7 && din6 > din8 && din6 > din9) ? din6 : 
              (din7 > din8 && din7 > din9) ? din7 : 
              (din8 > din9) ? din8 : din9;
endmodule
--- design/flow/run.sh ---
#!/bin/bash
# OpenROAD 26Q1-2900-gdf79404cd8, Yosys 0.63+post, stock flow scripts
make -C /OpenROAD-flow-scripts/flow DESIGN_CONFIG=/design/flow/config.mk WORK_HOME=/design/flow/orfs finish
==> results.yml <==
# flow metrics
timing:
  slew_viol_final: 0
  tightest_slew_ns: 0.783
  tns_ns: 0
  max-slew-margin-rel_pct: 47.8
  max_freq_mhz: 119
  rsz0062_at_grt: "no"
  post-route-period-util_pct: 95.4
  setup_viol_count_final: 0
  period_needed_ns: 8.40
  hold_violations: 0
drt:
  detail_route.first_pass.iterations: 8
  vias: 15300
  drtIter0Drc: 1249
  postRouteAntennaNets: 0
  post_drt_wl_per_cell_microns: 25.9
  drc: 0
  vias_per_cell: 6.08
  finalWirelength_mm: 65.4
global_routing:
  first_global_vias: 15100
  grt_pass1_wl_mm: 95.1
  grt_usage_pct: 27.7
  grt.overflow.total: 0
  grt_max_degree: 33
  antenna_found_initial: 1
floorplan:
  io_pins: 160
  rows: 79
  die_w_microns: 219
  chipHeight_microns: 219
  fp_util_pct: 30.3
  die_area_sq_mm: 0.0479
  core_sq_mm: 0.0465
final_layout:
  seq_area_sq_um: 0
  layout-drive-gt1-share_pct: 1.46
  area_growth_pct: 17.0
  clock_buffers: 0
  flops: 0
  final_util_pct: 35.5
  finalInstanceArea_sq_mm: 0.0165
cts:
  ctsHoldBuffers: 0
  cts_resized: 0
  postCtsSetupBuffers: 0
hold_path:
  hp-start: "din1[0]"
  hold_path.class: "in2out"
  whs_endpoint: "dout[0]"
  min_path_cells: 4
run:
  cap_violations: 0
  warnings: 32
power:
  vdd_drop_max_mv: 0.0310
  p_leak_nw: 8.03
  p_switching_mw: 0.547
  internal-power_mw: 0.369
  sw_frac_of_total_pct: 59.7
  total_power_mw: 0.916
  powerDensity_mw_per_mm2: 55.6
critical_path:
  cpPeakStageDelay_ns: 0.78
  path_buffers: 2
  critPathCaptureType: "output port"
  crit_start: "din2[11]"
  crit_path_top_delay_cell: "clkdlybuf4s50_1"
  path_delay_family: "simple AND/OR/NAND/NOR gates"
  critPathKind: "in2out"
  crit_required_ns: 7.04
  start_kind: "primary input"
  crit_arrival_ns: 6.64
  cp_cell_sequence: "clkdlybuf4s50_1, ha_1, and4_1, nor3b_1, a311oi_1, nor4_1, nand3_2, mux2i_1, mux2i_1, a31oi_1, clkdlybuf4s50_1"
  path_max_fanout: 16
yosys:
  top_cells_by_area: "ha_1 (51%), a21oi_1 (6.6%), nand4_1 (4.7%)"
  avgSynthCellArea_sq_um: 8.03
  top_area_share_pct: 51.1
  synth.distinct_cells: 62
  syn_inst: 1755
  yosysMostFrequentCell: "ha_1"
  ys_seq_share_pct: 0
  syn-cell-area_sq_mm: 0.0141
  top_cells_by_count: "ha_1 (576), a21oi_1 (185), inv_1 (144)"
  post-synth-top-area-cell: "ha_1"
  ys_area_sq_mm: 0.0141
  ys_cells: 1755
  ys_warn_count: 0
outcome:
  status: "finished clean"
place:
  place_congestion: 1.04
  portBuffers: 160
  dp_hpwl_mm: 55.7
  placed_cell_area_sq_mm: 0.0165
## cell usage in the layout (no fill, tap or decap), types with 4 or more instances in the layout
cell	instances
a21oi_1	185
a31oi_1	18
a2111oi_0	13
a2111o_1	4
a211o_1	4
o21a_1	11
nand2_1	65
o211ai_1	30
o221ai_1	20
nor4_1	16
o21bai_1	7
nor2_1	58
ha_1	576
and4_1	13
and3_1	6
nand4_1	107
a221oi_1	7
nand2b_1	6
or4_1	5
o21ai_1	8
or3_1	5
mux2i_1	48
a21o_1	61
nor2b_1	23
clkdlybuf4s50_1	160
buf_4	17
nor3_1	37
nand3_1	64
a211oi_1	36
a22oi_1	19
o21ai_0	94
inv_1	144
## per-stage QoR
stage	cells	hold slack, ns	setup WS [ns]
after floorplan	1755	3.65	3.08
after global placement	2519	4.60	0.553
after detailed placement	2519	4.58	0.624
after CTS	2519	4.59	0.615
after global routing	2519	4.61	0.181
final	2521	4.57	0.402
## power groups by stage
| stage | clock network [mW] | logic [mW] | registers (mW) |
|---|---|---|---|
| 4_1_cts | 0 | 0.902 | 0 |
| 5_1_grt | 0 | 1.02 | 0 |
## worst max-delay path by stage
| stage | endpoint | slack, ns | cells after the start |
|---|---|---|---|
| CTS | dout[7] | 0.61 | 11 |
| global route | dout[7] | 0.18 | 11 |
| finish | dout[7] | 0.40 | 11 |
## cells by family (layout without fill, tap and decap cells)
group	after synthesis	in the layout	share of synthesized area, %
adders and majority gates	576	576	51.1
AOI/OAI and AO/OA	549	549	24.9
and+or+nand+nor	418	418	16.0
muxes	48	48	3.41
buffers and inverters	164	321	4.56
other	0	2	0
## metal layers
| metal | share of wire, % | vias up | GRT usage, % |
|---|---|---|---|
| met4 | 4.3 | 0 | 10.2 |
| li1 | - | 7317 | - |
| met5 | 0 | - | 0 |
| met1 | 43 | 7292 | 37.0 |
| met3 | 7.0 | 116 | 4.16 |
| met2 | 46 | 601 | 44.9 |
## final cells by class
| type | count | area [sq um] |
|---|---|---|
| antenna | 2 | 5.00 |
| fill | 4732 | 30000 |
| inverter | 144 | 541 |
| multi-input combinational | 1591 | 13500 |
| tap | 607 | 759 |
| timing repair buffer | 177 | 1730 |
Power is estimated from default activity; no workload was simulated.

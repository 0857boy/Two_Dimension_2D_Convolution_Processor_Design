==> design.v <==
`timescale 1ns/1ns
module RAM(clk, wr, address, din, dout);
parameter words = 64;
input	clk, wr;
input	[5:0]	address;
input	[7:0]	din;
output	[7:0]	dout;
reg	 [7:0]	ram_data[0:words-1];  
reg	 [7:0]	dout;
always @(posedge clk) begin
    if(~wr) begin  
	    dout <= ram_data[address];
    end
    else begin
	    dout <= 8'd0;
        ram_data[address] <= din;
    end
end
endmodule
==> run.sh <==
#!/bin/bash
# OpenROAD 26Q1-2900-gdf79404cd8, Yosys 0.63+post, stock flow scripts
make -C /OpenROAD-flow-scripts/flow DESIGN_CONFIG=/design/flow/config.mk WORK_HOME=/design/flow/orfs finish
==> config.mk <==
export PLATFORM = sky130hd
export DESIGN_NAME = RAM
export DESIGN_NICKNAME = RAM
export VERILOG_FILES = /design/flow/design.v
export SDC_FILE = /design/flow/constraint.sdc
export NUM_CORES = 4
export LEC_CHECK = 1
export CORE_UTILIZATION = 50
==> constraint.sdc <==
current_design RAM

set clk_period 13.1
set clk_io_pct 0.2

create_clock -name clk0 -period $clk_period [get_ports {clk}]

set non_clock_inputs [all_inputs -no_clocks]
set_input_delay [expr $clk_period * $clk_io_pct] -clock clk0 $non_clock_inputs
set_output_delay [expr $clk_period * $clk_io_pct] -clock clk0 [all_outputs]
==> run notes <==
Numbers from the implementation run.

The worst register-to-register path ends at dout[6]. The arrival time of data at the worst endpoint is listed as 5920 ps. In the floorplan report the effective utilization is 0.509. Setup repair after global routing left no endpoint under its margin. The largest fanout of any net on the critical path is 49.

The number of synthesized flops with an enable pin is 512. The number of global-route vias before repair came to 12,100. The highest clock frequency the design can meet is 176 MHz.

The depth of the most critical reg-to-reg path is 5. The initial detailed-routing violation count is 844. The synthesized area is 20,300 um^2. The weighted congestion at the end of routability-driven global placement is 0.947. The run reported a max-capacitance violation count of 0.

After synthesis, the chip area reported by Yosys is 20,300 um^2. The area of the multi-input gates is 4180 um^2. The ratio of cells with drive above 1 in the final layout is 0.129. Sorting the synthesized cells by area gives the leading types as edfxtp_1 (76%), a221oi_1 (4.1%), a22oi_1 (2.1%), mux2i_1 (2.0%), nor2_1 (1.9%). The share of synthesized registers carrying an async set or reset is 0.

After layout, the minimum clock period comes to 5690 ps. The overall die width is 203 um. The run finished with clean final reports. For this run the aggregate overflow at the end of global routing stands at 0.

The number of cells produced by synthesis is 1,183. Across all register-to-register paths, the minimum setup slack is 10,760 ps. The startpoint kind of the worst setup timing path is an input port.

The total iterations of the first detailed-routing run is 6. The number of cells in Yosys stat is 1,183. Checking max transition, the worst relative margin is 0.359. The first global-routing pass estimated 78,800 um of wire. The share of synthesized area in the top cell type comes to 0.759. Once detail routing completed, the nets flagged for antenna violations numbered 0. The tally of yosys warning messages is 1. Pin placement for this block handled 24 I/O pins. Dividing the detail-routed via count by the number of cells gives 6.47. The period utilization is 0.434. Power spread over the standard cell area amounts to 152 nW/um^2. The clock latency at the later pin of the worst-skew pair is 600 ps. The element type at the critical path end is a register. The end-of-flow timing check tallies setup violations at 0. The endpoint required time on the critical path is 13,330 ps. OpenROAD emitted warnings numbering 25.

The number of standard-cell rows in the floorplan is 73. The final-report hold violation count is 0. The routed design shows a wire length per standard cell of 30.1 um.

Checking hold timing, the worst path is listed with class register to register. The worst hold path passes through 4 cells. The top cell type by total area after synthesis is edfxtp_1. The leakage power figure is 7.02 nW. The highest ir drop seen on vdd is 0.111 mV. The count of vias placed by the detailed router is 11,500. Looking at the hold checks, the worst path lands on dout[2]. The total detailed-routing wirelength is 53,300 um. The post-CTS setup buffer count is 0. The report lists the number of cells resized after CTS as 0. Entering global routing, the biggest net connects 65 pins.

The global-route total usage across every layer is 0.297. The report puts the hold buffer count at CTS at 0. From bottom edge to top edge, the die measures 203 um. TritonCTS built the clock tree. The sequential cell area in the final layout is 15,500 um^2. For reference, the clock transition at the flip-flops on the worst setup and hold paths is 60 ps. Per the final report, max-transition violations number 0.

The final timing report lists clock skew as 11.7 ps. STA lists the startpoint of the worst register-to-register path as ram_data[31][6]. After synthesis the netlist holds a flip-flop and latch count of 520. The post-layout total power is 3.39 mW. The sequential area share after synthesis is 0.767. The critical path is of the input port to register type.

The TritonCTS buffer count is 52. The startpoint of the most critical hold path is ram_data[58][2]. The root buffer cell is clkbuf_16. In the final timing run, aggregate negative setup slack is 0 ps. The chip occupies 41,300 um^2. The total half-perimeter wirelength after legalization and detailed placement is 31,000 um. The most common flop cell mapped by yosys is edfxtp_1. Hold timing on the final database bottoms out at a slack of 843 ps. In the routed design, unresolved DRC markers number 0. The number of clock sinks seen by CTS is 520.

The count of filler cells inserted in the layout is 3,096. The count of buffers added on input and output ports is 23. The maximum level of the CTS H-tree is 2. In this run the layout overhead on the synthesized area is reported as 10.5%. The initial antenna violation count was 1. In this run the standard cell core region covers 39,800 um^2. The clock passes through at most 3 buffers. Per the synthesis report, the number of distinct cell types is 54. The transition time at the pin with the least slew margin is 962 ps.

A synthesized cell averages 17.1 um^2.
==> metal layers <==
| layer | GRT usage | wire length, um | share of wire | vias up |
|---|---|---|---|---|
| met4 | 0.0725 | 1530 | 0.029 | 2 |
| li1 | - | - | - | 4925 |
| met1 | 0.440 | 19300 | 0.36 | 5705 |
| met3 | 0.176 | 7710 | 0.14 | 112 |
| met2 | 0.416 | 24700 | 0.46 | 727 |
| met5 | 0.0310 | 96 | 0.0018 | - |
==> synth_stat cells (3+ instances only) <==
library cell,instances
a211oi_1,10
a21oi_1,43
a221o_1,3
a221oi_1,95
a22o_1,23
a22oi_1,58
a2bb2oi_1,7
a31oi_1,5
and2_1,5
and3_1,3
buf_1,3
buf_2,35
buf_4,8
buf_6,19
clkbuf_1,25
dfxtp_1,8
edfxtp_1,512
inv_1,3
mux2_1,9
mux2_2,16
mux2_4,6
mux2i_1,40
mux4_2,10
nand2_1,11
nand3_1,6
nor2_1,101
nor2_2,3
nor2b_1,9
nor3_1,8
o21ai_0,32
o21ai_1,7
o221ai_1,9
o22ai_1,15
o2bb2ai_1,3
o31a_1,3
or3_1,3
==> registers in the layout, summed over array words and instances, names as in the netlist <==
name / count
dout: 8
ram_data: 512
==> worst max path at each step <==
stage / slack [ps] / cells after the start / startpoint / endpoint
after CTS: 7360 / 6 / address[1] / ram_data[7][7]
after global routing: 7160 / 6 / address[1] / ram_data[39][5]
final: 7410 / 6 / address[1] / ram_data[39][4]
==> report_power, final <==
part	total, mW	internal (mW)	leakage [nW]	switching [mW]
clock network	1.35	0.758	0.757	0.595
registers	1.85	1.84	4.67	0.00578
logic	0.194	0.0564	1.59	0.137
==> placed cells by master (no fill, tap or decap), types with 4 or more instances in the layout <==
cell type        count
dfxtp_1              8
o21ai_0             32
a21oi_1             43
nor2b_1              5
edfxtp_1           512
mux2_1               9
clkinv_1             9
o21ai_1              7
clkbuf_1            17
mux2i_1             40
clkdlybuf4s50_1     12
a31oi_1              5
mux2_2              16
a22oi_1             58
o22ai_1             15
mux4_2              10
and2_1               4
a2bb2oi_1            7
clkinv_2            10
nand2_1             11
mux2_4               6
o221ai_1             9
nor2_1             101
a211oi_1            10
buf_2                9
buf_4               38
a22o_1              23
nand3_1              6
a221oi_1            95
clkbuf_16           53
nor3_1               8
==> layout make-up <==
cell class / instances / area share
Clock buffer: 73 / 0.0639
Timing Repair Buffer: 60 / 0.0206
Clock inverter: 21 / 0.00453
Multi-Input combinational cell: 569 / 0.187
Inverter: 4 / 0.000671
Antenna cell: 1 / 0.000112
Tap cell: 525 / 0.0293
Sequential cell: 520 / 0.694
==> through the flow <==
step / utilization / instances / cell area (um^2) / setup slack (ps)
after floorplan: - / 1183 / 20300 / 8650
after global placement: 0.524 / 1678 / 20900 / 6850
after detailed placement: 0.524 / 1678 / 20900 / 6760
after CTS: 0.562 / 1772 / 22400 / 7360
after global routing: 0.562 / 1772 / 22400 / 7160
final: 0.562 / 1773 / 22400 / 7410
==> cell families (layout without fill, tap and decap cells) <==
group                  Yosys count  after routing  synth area share
DFF                            520            520             0.767
other                            0              1                 0
muxes                           81             81            0.0492
buffers and inverters           94            158            0.0281
and+or+nand+nor                160            160            0.0352
AOI/OAI and AO/OA              328            328             0.121
==> worst max-delay path, stage by stage <==
cell     delay [ps]
buf_6           370
buf_4           570
and2_2          450
buf_4           440
nand3_1         610
nor2_1          790
No activity file was given, so power comes from the tool's default toggle rates.
